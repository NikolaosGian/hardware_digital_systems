===== design/flow/config.mk =====
export PLATFORM = sky130hd
export DESIGN_NAME = mux2
export DESIGN_NICKNAME = mux2
export VERILOG_FILES = /design/flow/design.v
export SDC_FILE = /design/flow/constraint.sdc
export NUM_CORES = 4
export LEC_CHECK = 1
export CORE_AREA = 10 10 71 71
export DIE_AREA = 0 0 81 81
export SYNTH_HDL_FRONTEND = slang

===== design/flow/constraint.sdc =====
current_design mux2

set clk_period 1.0
set clk_io_pct 0.2

create_clock -name clk0 -period $clk_period

set non_clock_inputs [all_inputs -no_clocks]
set_input_delay [expr $clk_period * $clk_io_pct] -clock clk0 $non_clock_inputs
set_output_delay [expr $clk_period * $clk_io_pct] -clock clk0 [all_outputs]

===== design/flow/design.v =====
`timescale 1ns / 1ps
module mux2 #(parameter BUS_SIZE = 32)(
    input [BUS_SIZE-1:0] muxin0,
    input [BUS_SIZE-1:0] muxin1,
    input sel,
    output reg [BUS_SIZE-1:0] muxout
    );
always @(*) begin
	case(sel)
		1'b0: muxout = muxin0;
		1'b1: muxout = muxin1;
	endcase
end
endmodule

===== design/flow/run.sh =====
#!/bin/bash
# OpenROAD 26Q1-2900-gdf79404cd8, Yosys 0.63+post, stock flow scripts
make -C /OpenROAD-flow-scripts/flow DESIGN_CONFIG=/design/flow/config.mk WORK_HOME=/design/flow/orfs finish

==> impl_metrics.py <==
# Synthesis and PnR figures
metrics = {
    "yosys": {
        "yosysSeqAreaShare_pct": 0,
        "syn-cell-area_um2": 544,
        "syn_inst": 36,
        "synth_cell_types": 4,
        "yosysWarningCount": 0,
        "synth.yosys.num_cells": 36,
        "yosys.area.top_type": "mux2_4",
        "synth_chip_area_um2": 544,
        "syn_area_per_cell_um2": 15.1,
        "area_leaders": "mux2_4, buf_12, mux2_2",
        "top_area_share_pct": 82.8,
    },
    "floorplanning": {
        "rows": 22,
        "die_h_um": 81,
        "core_um2": 3630,
        "chipArea_um2": 6560,
        "fp.dieW_um": 81,
        "fp-utilization_pct": 15.0,
        "num_io_pins": 97,
    },
    "cells_and_area": {
        "nFlopsAndLatches": 0,
        "final_core_util_pct": 43.8,
        "fin_cells": 187,
        "clock_buffers": 0,
        "area_growth_pct": 192,
        "drive_above_1_share_pct": 54.0,
        "flop_area_um2": 0,
    },
    "power_and_ir_drop": {
        "p_clk_share_pct": 0,
        "combPwrFrac_pct": 100.0,
        "p_leak_nw": 0.872,
        "peakVddDrop_mv": 0.169,
        "p_int_mw": 0.487,
        "power_frac_seq_pct": 0,
        "switching_share_pct": 22.0,
        "p_switching_mw": 0.137,
        "p_total_mw": 0.624,
        "p_per_area_nw_per_um2": 392,
    },
    "setup_path": {
        "cp.arrival_ns": 0.98,
        "crit_type": "in -> out",
        "cpMostUsedCell": "buf_12",
        "slowest_stage": "mux2_4",
        "worst_setup_path_end_kind": "output port",
        "crit_chain": "buf_12 > buf_12 > buf_12 > mux2_4 > buf_6",
        "worstSetupStartpointType": "input pin",
        "slowest_delay_ns": 0.29,
        "crit_fanout": 6,
        "required_ns": 0.80,
    },
    "worst_hold_path": {
        "worstHoldPathType": "in -> out",
    },
    "job": {
        "warning_count": 34,
        "maxCapViolCount": 0,
    },
    "final_timing": {
        "tightest_slew_ns": 0.0870,
        "timing.hold.ws_ns": 0.691,
        "fmax_ghz": 0.848,
        "hold_violations": 0,
        "finalClockPeriodUsage_pct": 118,
        "report.final.slew_viol_count": 0,
        "setup_viol": 32,
        "relSlewSlack_pct": 94.2,
        "fin_ws_ns": -0.179,
        "finalCriticalPeriod_ns": 1.18,
        "rsz0062_at_grt": "yes",
        "setup_tns_ns": -3.30,
    },
    "routing": {
        "via_count": 715,
        "viasPerCell": 3.82,
        "firstDrtPassIters": 2,
        "n_antenna_cell": 0,
        "drt_iter0_drc": 3,
        "totalWireLength_um": 2880,
        "drc": 0,
        "avgRoutedWirePerCell_um": 15.4,
        "final_antenna_net_count": 0,
    },
    "place": {
        "dp_hpwl_um": 2500,
        "place_inst": 179,
        "gp_congestion": 0.832,
        "io_buffers": 97,
    },
    "run_status": {
        "status": "finished, violations left",
        "violations": "negative setup slack",
    },
    "global_route": {
        "grt.overflow.total": 0,
        "grt_pass1_wl_um": 4140,
        "grt_pass1_vias": 764,
        "track_usage_pct": 7.79,
        "antenna_found_initial": 0,
        "grt_max_degree": 11,
    },
    "clock_tree": {
        "holdBufCountCts": 0,
    },
}
[cell families after synthesis]
group | Yosys count | share of synthesized area [%]
mux | 32 | 86.9
buf+inv | 4 | 13.1
[power by group through the flow]
stage / clock network, mW / registers (mW) / logic (mW)
global route: 0 / 0 / 0.666
CTS: 0 / 0 / 0.614
finish: 0 / 0 / 0.624
[what timing repair did]
action                     CTS  global route
resized                    171            10
hold endpoints to repair     0             0
setup buffers                5             1
cloned                       2             0
setup endpoints to repair   32            32
[path summary, 6_finish.rpt]
path / start / to / depth (start not counted) / slack [ns]
min: muxin1[29] / muxout[29] / 3 / 0.69
max: sel / muxout[4] / 5 / -0.18
[layer usage]
metal  vias up  global-route usage [%]  wire length [um]
met2        50                    14.3              1450
met5         -                       0                 0
met1       320                    9.03              1080
li1        345                       -                 -
met4         0                       0                 0
met3         0                    2.78               350
[cell usage after synthesis]
cell type  instances
mux2_4            30
buf_6              1
mux2_2             2
buf_12             3
[layout make-up]
| type | count | area, um2 |
|---|---|---|
| well taps | 48 | 60.1 |
| multi-input cells | 32 | 477 |
| repair buffers | 107 | 1050 |
| fillers | 357 | 2040 |
[worst max-delay path, delay by kind of cell]
family                 cells  cell delay (ns)
buffers and inverters      4             0.48
muxes                      1             0.29
[cells in the final DEF, fill, tap and decap left out]
master and instances:
mux2_4 31, dlygate4sd2_1 51, buf_16 2, dlymetal6s2s_1 4, clkdlybuf4s50_1 9, buf_6 23
buf_2 13, buf_4 1, buf_12 4, mux2_2 1
[metrics by stage]
step	setup slack, ns	area [um2]
4_1_cts	-0.181	1540
6_report	-0.179	1590
2_1_floorplan	0.0669	544
3_5_place_dp	-0.512	1540
3_3_place_gp	-0.504	1540
5_1_grt	-0.196	1590
